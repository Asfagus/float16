==> /design/flow/design.v <==
module add(
	input clk,
	input reset,
	input [15:0] x,y,
	output [15:0] z,
	input [2:0]counter
	);
parameter mantissa_width 	= 10; 
parameter exp_width		    = 5;
parameter exponent_bias 	= 15;
wire x_sign, y_sign;
wire [exp_width-1:0] 		x_exp	,y_exp;
wire [mantissa_width-1:0] 	x_m	,y_m;
reg [mantissa_width:0] 		x_m_d	,y_m_d;
reg [mantissa_width+1:0] 	x_m_d_s	,y_m_d_s;
reg z_sign;
reg [exp_width-1:0] 		z_exp;
reg [mantissa_width-1:0]	z_m; 
reg [mantissa_width:0] 		z_m_d;  
reg carry;
wire [mantissa_width:0] x_m_h, y_m_h; 
reg [mantissa_width+1:0] z_m_h;
reg [(mantissa_width*2)+1:0] z_mult;  
reg [mantissa_width:0] y_m_d_s1,x_m_d_s1 ;
reg [exp_width-1:0]	z_exp_s1 ; 
reg	x_sign_s1,y_sign_s1,z_sign_s1;
reg [mantissa_width+1:0] z_m_h_s2;
reg [exp_width-1:0] z_exp_s2;
reg z_sign_s2;
reg [exp_width-1:0] z_exp_d3,z_exp_out;
reg [mantissa_width-1:0] z_m_d3,z_m_out;
reg z_sign_out;
assign {x_sign,x_exp,x_m} = x;
assign {y_sign,y_exp,y_m} = y;
assign z = {z_sign_out,z_exp_out,z_m_out};
assign x_m_h = {1'b1,x_m};
assign y_m_h = {1'b1,y_m};
always @ (*)
begin
if (!counter)begin
	z_exp=0;
	y_m_d=0;
	x_m_d=0;
	z_sign=0;
	if (x_exp > y_exp) begin
		z_exp = x_exp;
		y_m_d = y_m_h>>	(x_exp-y_exp);
		x_m_d = x_m_h;				
		if (x_sign)		 
			z_sign = 1'b1;
		else z_sign = 1'b0;					
	end
	else if (x_exp < y_exp) begin
		z_exp = y_exp;
		x_m_d = x_m_h>>	(y_exp-x_exp);
		y_m_d = y_m_h;
		if (y_sign)
			z_sign = 1'b1;
		else z_sign = 1'b0;					
	end
	else  
	begin
		y_m_d = y_m_h;
		x_m_d = x_m_h;
		z_exp = x_exp;  
		z_sign = 1'b0;
	end
	if(x_sign_s1!=y_sign_s1)
	begin			
		if (x_sign_s1) 
		begin 
			x_m_d_s ={1,~x_m_d_s1 + 1};
			y_m_d_s =y_m_d_s1;	
		end
		if (y_sign_s1) 
		begin
			y_m_d_s = {1,~y_m_d_s1 + 1};  
			x_m_d_s = x_m_d_s1;
		end
		z_m_h = ~(y_m_d_s + x_m_d_s) + 1;
	end
	else z_m_h = y_m_d + x_m_d;
	if (z_m_h_s2[mantissa_width+1]==1) begin  
		z_m_d3 =z_m_h_s2>>1'b1;
		z_exp_d3 = z_exp_s2+1;
	end
	else if (z_m_h_s2[mantissa_width]==1) begin  
		z_m_d3 =z_m_h_s2;
		z_exp_d3=z_exp_s2;
	end
	else if (z_m_h_s2[mantissa_width-1]==1)begin  
		z_m_d3 =z_m_h_s2<<1'b1;
		z_exp_d3 = z_exp_s2-1;
	end
	else if (z_m_h_s2[mantissa_width-2]==1)begin  
		z_m_d3 =z_m_h_s2<<1'd2;
		z_exp_d3 = z_exp_s2-2;
	end
	if (z_m_h_s2 == 0 && z_sign_s2 ==0) begin
		z_exp_d3 =0;
		z_m_d3 =0;
	end
	if (x==0 && y==0) begin
		z_exp_d3 =0;
		z_m_d3 =0;
		z_sign_s2 =0;
	end
	end
end
always @ (posedge clk or posedge reset) begin
	if (reset)begin
		y_m_d_s1 	<= 0;
		x_m_d_s1 	<= 0;
		z_exp_s1 	<= 0; 
		z_sign_s1 	<= 0;
		x_sign_s1 	<= 0;
		y_sign_s1 	<= 0;
		z_m_h_s2	<= 0;	
		z_sign_s2	<= 0;	
		z_exp_s2	<= 0;
		z_m_out		<= 0;
		z_exp_out	<= 0;
		z_sign_out	<= 0;
	end
	else begin
		y_m_d_s1 	<= y_m_d;
		x_m_d_s1 	<= x_m_d;
		z_exp_s1 	<= z_exp; 
		z_sign_s1 	<= z_sign;
		x_sign_s1	<= x_sign;
		y_sign_s1	<= y_sign;
		z_m_h_s2	<= z_m_h;
		z_sign_s2 	<= z_sign_s1;
		z_exp_s2	<= z_exp_s1;
		z_m_out		<= z_m_d3;
		z_exp_out	<= z_exp_d3;
		z_sign_out 	<= z_sign_s2;
	end
end
endmodule
module add1(
	input clk,
	input operation,
	input [15:0] x,y,
	output [15:0] z,	
	input [2:0]counter
	);
parameter add =0;
parameter multiply =1;
parameter mantissa_width 	= 10; 
parameter exp_width		    = 5;
parameter exponent_bias 	= 15;
wire x_sign, y_sign;
wire [exp_width-1:0] 		x_exp	,y_exp;
wire [mantissa_width-1:0] 	x_m	,y_m;
reg [mantissa_width:0] 		x_m_d	,y_m_d;
reg [mantissa_width+1:0] 	x_m_d_s	,y_m_d_s;
reg z_sign;
reg [exp_width-1:0] 		z_exp;
reg [mantissa_width-1:0]	z_m; 
reg [mantissa_width:0] 		z_m_d;  
reg carry;
assign {x_sign,x_exp,x_m} = x;
assign {y_sign,y_exp,y_m} = y;
assign z = {z_sign,z_exp,z_m};
wire [mantissa_width:0] x_m_h, y_m_h; 
reg [mantissa_width+1:0] z_m_h;
assign x_m_h = {1'b1,x_m};
assign y_m_h = {1'b1,y_m};
reg [(mantissa_width*2)+1:0] z_mult;  
always @ (posedge clk)
begin
	if(!counter)
	case (operation)
		add:
		begin 
			if (x_exp > y_exp) begin
				z_exp = x_exp;
				y_m_d = y_m_h>>	(x_exp-y_exp);
				x_m_d = x_m_h;				
				if (x_sign)		 
					z_sign = 1'b1;
				else z_sign = 1'b0;					
			end
			else if (x_exp < y_exp) begin
				z_exp = y_exp;
				x_m_d = x_m_h>>	(y_exp-x_exp);
				y_m_d = y_m_h;
				if (y_sign)
					z_sign = 1'b1;
				else z_sign = 1'b0;					
			end
			else  
			begin
				y_m_d = y_m_h;
				x_m_d = x_m_h;
				z_exp = x_exp;  
				z_sign = 1'b0;
			end
			if(x_sign!=y_sign)
			begin			
				if (x_sign) 
				begin 
					x_m_d = ~x_m_d + 1;
 					x_m_d_s ={1,x_m_d};
					y_m_d_s =y_m_d;	
				end
				if (y_sign) 
				begin
					y_m_d = ~y_m_d + 1;
					y_m_d_s = {1,y_m_d};  
					x_m_d_s = x_m_d;
				end
				z_m_h = y_m_d_s + x_m_d_s;
				z_m_h = ~z_m_h + 1;
			end
			else z_m_h = y_m_d + x_m_d;
			if (z_m_h[mantissa_width+1]==1) begin  
				z_m =z_m_h>>1'b1;
				z_exp = z_exp+1;
				if (z_m_h[0])	 
					z_m=z_m+1;
			end
			else if (z_m_h[mantissa_width]==1) begin  
			z_m =z_m_h;
			end
			else if (z_m_h[mantissa_width-1]==1)begin  
				z_m =z_m_h<<1'b1;
				z_exp = z_exp-1;
			end
			else if (z_m_h[mantissa_width-2]==1)begin  
				z_m =z_m_h<<1'd2;
				z_exp = z_exp-2;
			end
			if (z_m_h == 0 && z_sign ==0) begin
				z_exp =0;
				z_m =0;
			end
			if (x==0 && y==0) begin
				z_exp =0;
				z_m =0;
				z_sign =0;
			end
		end
		multiply:
		begin 
			z_exp = x_exp+y_exp-exponent_bias;
			z_mult = x_m_h*y_m_h;			
			z_m_h = z_mult[(mantissa_width*2)+1:mantissa_width];
			if (z_m_h[mantissa_width+1]==1) begin  
				z_m =z_m_h>>1'b1;
				z_exp = z_exp+1;
			end
			else if (z_m_h[mantissa_width]==1) begin  
				z_m =z_m_h;
			end
			else if (z_m_h[mantissa_width-1]==1)begin  
				z_m =z_m_h<<1'b1;
				z_exp = z_exp-1;
			end
			else if (z_m_h[mantissa_width-2]==1)begin  
				z_m =z_m_h<<1'd2;
				z_exp = z_exp-2;
			end
			z_sign = x_sign^y_sign;
			if (x==0||y==0) begin
				z_exp =0;
				z_m =0;
				z_sign =0;
			end
		end
		default: begin end
	endcase
end
endmodule
module fp16(
	input clk_50,reset_50,
	input [15:0] x_50,y_50,
	output [15:0] m_50,a_50
	);
parameter mantissa_width 	= 10; 
parameter exp_width		    = 5;
parameter exponent_bias 	= 15;
wire x_sign, y_sign;
wire [exp_width-1:0] 		x_exp	,y_exp;
wire [mantissa_width-1:0] 	x_m	,y_m;
reg [mantissa_width:0] 		x_m_d	,y_m_d;
reg [mantissa_width+1:0] 	x_m_d_s	,y_m_d_s;
reg z_sign;
reg [exp_width-1:0] 		z_exp;
reg [mantissa_width-1:0]	z_m; 
reg [mantissa_width:0] 		z_m_d;  
reg carry;
wire [mantissa_width:0] x_m_h, y_m_h; 
reg [mantissa_width+1:0] z_m_h;
assign x_m_h = {1'b1,x_m};
assign y_m_h = {1'b1,y_m};
reg [(mantissa_width*2)+1:0] z_mult;  
reg	z_sign_out,z_sign_d1,z_sign_d2;
reg [exp_width-1:0] z_exp_out,z_exp_d1,z_exp_d2;
reg [mantissa_width-1:0] z_m_out,z_m_d2;
reg [2:0]counter_d,counter;
add1 a1(clk_50,0,m_50,m_50,a_50,counter);		 
assign {x_sign,x_exp,x_m} = x_50;
assign {y_sign,y_exp,y_m} = y_50;
assign m_50 = {z_sign_out,z_exp_out,z_m_out};
always @ (*) begin
	z_sign_d1 = x_sign^y_sign;
	z_exp_d1 = x_exp+y_exp-exponent_bias;
	z_mult = x_m_h*y_m_h;			
	z_m_h = z_mult[(mantissa_width*2)+1:mantissa_width];
	if (z_m_h[mantissa_width+1]==1) begin  
		z_m_d2 =z_m_h>>1'b1;
		z_exp_d2 = z_exp+1;	
	end
	else if (z_m_h[mantissa_width]==1) begin  
		z_m_d2 =z_m_h;
		z_exp_d2 = z_exp;
	end
	else if (z_m_h[mantissa_width-1]==1)begin  
		z_m_d2 =z_m_h<<1'b1;
		z_exp_d2 = z_exp-1;
	end
	else if (z_m_h[mantissa_width-2]==1)begin  
		z_m_d2 =z_m_h<<1'd2;
		z_exp_d2 = z_exp-2;
	end
	else begin
		z_m_d2 =0;
		z_exp_d2 = 0;
	end		
	if (x_50==0||y_50==0) begin
		z_exp_d2 =0;
		z_m_d2 =0;
		z_sign_d2 =0;
	end
	else z_sign_d2=z_sign;
	if (counter==2)
		counter=0;
	else counter_d=counter+1;
end
always @ (posedge clk_50 or posedge reset_50)begin
	if (reset_50) begin
		z_sign<=0;
		z_exp<=0;
		z_sign_out<=0;
		z_exp_out<=0;
		z_m_out<=0;
		counter<=0;
	end
	else begin
		z_sign<=z_sign_d1;
		z_exp<=z_exp_d1;
		z_sign_out<=z_sign_d2;
		z_exp_out<=z_exp_d2;
		z_m_out	 <=z_m_d2;
		counter<=counter_d;
	end
end
endmodule
==> /design/flow/run.sh <==
#!/bin/bash
# OpenROAD 26Q1-2900-gdf79404cd8, Yosys 0.63+post, stock flow scripts
make -C /OpenROAD-flow-scripts/flow DESIGN_CONFIG=/design/flow/config.mk WORK_HOME=/design/flow/orfs finish
==> /design/flow/config.mk <==
export PLATFORM = sky130hd
export DESIGN_NAME = add
export DESIGN_NICKNAME = add
export VERILOG_FILES = /design/flow/design.v
export SDC_FILE = /design/flow/constraint.sdc
export NUM_CORES = 4
export LEC_CHECK = 1
export CORE_UTILIZATION = 30
==> /design/flow/constraint.sdc <==
current_design add

set clk_period 1.0
set clk_io_pct 0.2

create_clock -name clk0 -period $clk_period [get_ports {clk}]

set non_clock_inputs [all_inputs -no_clocks]
set_input_delay [expr $clk_period * $clk_io_pct] -clock clk0 $non_clock_inputs
set_output_delay [expr $clk_period * $clk_io_pct] -clock clk0 [all_outputs]
==> flow_summary.ini <==
; synthesis and place-and-route metrics
[drt]
insertedDiodeCount = 0
wl_mm = 16.1
wl_per_cell_um = 15.0
post-route-drc-count = 0
via_per_inst = 4.99
first_iter_violations = 251
vias = 5357
drtAntennaViolNets = 0
first_pass_iters = 6

[global_route]
antenna_found_initial = 0
use_met3_pct = 4.38
top_usage_layer = met1
met2_usage_pct = 21.6
use_met1_pct = 22.2
grt_overflow = 0
grt_max_degree = 46
grt_pass1_vias = 4982
grt_usage_pct = 14.5
grt_pass1_wl_mm = 26.4

[sta]
report.final.setup_viol = 0
hold_viol = 0
relSlewSlack_pct = 42.0
untimed_endpoints = 132
tightest_slew_ns = 0.868
period_needed_ns = 0.974
skew_ns = 0.00160
finalCritPeriodShare_pct = 97.4
unclocked_regs = 78
fin_ws_ns = 0.0265
drv_slew = 0
rsz0062_at_grt = true
fmax_mhz = 1030
whs_ns = 0.153

[synthesis]
ys_cells = 748
synth.distinct_cells = 71
netlist_instances = 748
ys.flops = 139
yosysWarnings = 31
syn_area_per_cell_sq_um = 9.07
yosys-stat-area_sq_um = 6790
syn-cell-area_sq_um = 6790
synth-edff-count = 0
synthFlopType = dlxtn_1
synthArstFlopShare_pct = 43.9

[clock_network]
root_buffer = clkbuf_16
hold_buffers = 0
ctsResizeCount = 45
clk_path_buf_depth = 2
cts_setup_buffers = 0
cts_tree = yes
clk_pin_slew_worst_paths_ns = 0.05
worstSkewPairLatency_ns = 0.32
cts_max_level = 3
numCtsBuffers = 9

[layout]
final_cell_area_sq_um = 7860
lay_top_count = dlxtn_1
lay_top_cells = 78 x dlxtn_1, 68 x nand2_1, 64 x nor2_1
combGateArea_sq_um = 3800
layout-drive-gt1-share_pct = 9.21
fillers = 2207
areaGrowthSynthToFinish_pct = 15.8
final-seq-area_sq_um = 2700

[pwr]
p_sw_mw = 5.83
power_density_nw_per_um2 = 1980
pwr-share-seq_pct = 34.0
swShare_pct = 37.3
power_frac_comb_pct = 44.4
p_int_mw = 9.78
peakVddDrop_mv = 0.956
p_clk_share_pct = 21.6
cellLeakagePower_nw = 3.48

[floorplanning]
core_area_sq_um = 22000
die_y_um = 152
die_area_sq_um = 23200
die_w_um = 152
rows = 54
fp_util_pct = 30.8
io_pins = 53

[place]
place_congestion = 0.939
pre_cts_slack_ns = 0.0402
io_buffers = 51
place_hpwl_mm = 12.8
placed_cell_area_sq_um = 7600

[flow_run]
warnings = 33
maxCapViolCount = 0

[critical_path]
critPathArrivalTime_ns = 0.77
path_delay_family = flip-flops
crit_path_max_incr_delay_ns = 0.35
start_kind = register
r2r_end = z_exp_s2[0]$_DFF_PP0_
worstPathRequired_ns = 0.80
worstSetupEndpointType = primary output
r2r_cells = 0
regToRegStartpoint = z_exp_s1[0]$_DFF_PP0_
ff2ff_setup_slack_ns = 0.53
cp_slowest_cell = dfrtp_1
crit_buf_inv = 1
path_cells = buf_2
critPathKind = register to primary output
crit_fanout = 1

[hold_path]
hp-class = input pin to asynchronous set/reset pin

[run_status]
status = complete, no violations
==> Yosys cell counts, types with 3 or more instances <==
| cell | count | share of area (%) |
|---|---|---|
| o21ai_0 | 57 | 4.2 |
| a221oi_1 | 3 | 0.39 |
| mux2i_1 | 27 | 4.0 |
| nand2b_1 | 8 | 0.74 |
| clkbuf_1 | 18 | 1.0 |
| nor3_1 | 23 | 1.7 |
| o22a_1 | 5 | 0.65 |
| dfrtp_1 | 61 | 22 |
| nand3_1 | 11 | 0.81 |
| a211oi_1 | 10 | 1.1 |
| xnor2_1 | 28 | 3.6 |
| a22oi_1 | 7 | 0.77 |
| mux4_2 | 11 | 3.6 |
| o211ai_1 | 5 | 0.55 |
| inv_1 | 36 | 2.0 |
| buf_2 | 5 | 0.37 |
| nand4_1 | 3 | 0.28 |
| nand2_1 | 68 | 3.8 |
| o21a_1 | 4 | 0.44 |
| o31a_1 | 3 | 0.39 |
| fa_1 | 4 | 1.2 |
| a21oi_1 | 41 | 3.0 |
| nor2b_1 | 10 | 0.92 |
| ha_1 | 38 | 7.0 |
| nor2_1 | 64 | 3.5 |
| buf_4 | 3 | 0.33 |
| a21o_1 | 10 | 1.1 |
| a31oi_1 | 9 | 0.83 |
| xor2_1 | 11 | 1.4 |
| or4_1 | 4 | 0.44 |
| o31ai_1 | 4 | 0.44 |
| dlxtn_1 | 78 | 17 |
| or2_2 | 4 | 0.37 |
| nor4_1 | 14 | 1.3 |
| or3_1 | 14 | 1.3 |
| buf_1 | 3 | 0.17 |
==> flip-flops by register name (all words and copies together) (netlist names) <==
signal     cells
x_m_d         11
z_exp_s2       5
z_exp_out      5
z_m_h_s2      12
y_m_d_s1      11
z_exp_d3       5
x_m_d_s       12
z_m_h         12
z_m_out       10
z_m_d3        10
x_sign_s1      1
x_m_d_s1      11
y_m_d_s       12
z_exp_s1       5
y_sign_s1      1
z_exp          5
y_m_d         11
==> power groups by stage <==
| stage | Combinational (mW) | Clock (mW) | Sequential, mW |
|---|---|---|---|
| finish | 6.93 | 3.37 | 5.30 |
| CTS | 6.94 | 3.46 | 5.32 |
| global route | 7.80 | 3.59 | 5.53 |
==> kinds of logic (layout without fill, tap and decap cells) <==
kind of cell	count (synthesis)	after routing	synth area share (%)
DFF	61	61	22.5
buffers and inverters	68	113	4.24
adders and majority gates	42	42	8.18
latches	78	78	17.2
AOI/OAI and AO/OA	181	181	17.3
muxes	42	42	8.37
and+or+nand+nor	234	234	16.4
xor gates and xnor gates	41	41	5.68
other	1	1	0.0552
==> worst max path at each step <==
stage,slack (ns),cells after the start,end,start
CTS,0.01,1,z[14],z_exp_out[4]$_DFF_PP0_
global route,-0.02,1,z[14],z_exp_out[4]$_DFF_PP0_
finish,0.03,1,z[11],z_exp_out[1]$_DFF_PP0_
==> metal layers <==
layer  vias to the layer above  wire [um]
met4                         0         27
met3                         2       1260
li1                       2732          -
met1                      2491       7800
met2                       132       7020
met5                         -          0
==> metrics by stage <==
step | util [%] | TNS (ns) | std cells | power [mW]
floorplan | - | 0 | 748 | 10.2
global placement | 34.5 | 0 | 1058 | 12.5
detailed placement | 34.5 | 0 | 1058 | 12.5
CTS | 35.7 | 0 | 1073 | 15.7
global route | 35.7 | -0.0753 | 1073 | 16.9
finish | 35.7 | 0 | 1073 | 15.6
==> area by class of cell <==
cell class / count / area share, %
Timing Repair Buffer: 61 / 6.81
Clock buffer: 12 / 3.39
Inverter: 37 / 1.81
Multi-Input combinational cell: 541 / 48.4
Sequential cell: 139 / 34.3
Clock inverter: 3 / 0.859
Tap cell: 280 / 4.46
Power is estimated from default activity; no workload was simulated.
